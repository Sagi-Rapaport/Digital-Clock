===== design/flow/run.sh =====
#!/bin/bash
# OpenROAD 26Q1-2900-gdf79404cd8, Yosys 0.63+post, stock flow scripts
make -C /OpenROAD-flow-scripts/flow DESIGN_CONFIG=/design/flow/config.mk WORK_HOME=/design/flow/orfs finish

===== design/flow/config.mk =====
export PLATFORM = sky130hd
export DESIGN_NAME = Digital_Clock
export DESIGN_NICKNAME = Digital_Clock
export VERILOG_FILES = /design/flow/design.v
export SDC_FILE = /design/flow/constraint.sdc
export NUM_CORES = 4
export LEC_CHECK = 1
export CORE_UTILIZATION = 40

===== design/flow/constraint.sdc =====
current_design Digital_Clock

set clk_period 5.2
set clk_io_pct 0.2

create_clock -name clk0 -period $clk_period [get_ports {clk}]

set non_clock_inputs [all_inputs -no_clocks]
set_input_delay [expr $clk_period * $clk_io_pct] -clock clk0 $non_clock_inputs
set_output_delay [expr $clk_period * $clk_io_pct] -clock clk0 [all_outputs]

===== design/flow/design.v =====
module Digital_Clock(
    input logic clk,  
    input logic SW_0,  
    input logic button_C,  
    input logic button_M,  
    output logic [6:0] seg0, seg1, seg2, seg3, seg4, seg5,  
    output logic [7:0] LED  
);
logic [3:0] h2, h1, m2, m1, s2, s1;
logic min_up;
logic button_C_clr, button_M_clr;
logic button_M_clr_prev;
debounce db_C(clk, button_C, button_C_clr);  
debounce db_M(clk, button_M, button_M_clr);  
counter_and_display clock(clk, SW_0, button_C_clr, min_up, seg0, seg1, seg2, seg3, seg4, seg5, LED);  
always_ff @(posedge clk) begin
    button_M_clr_prev <= button_M_clr;  
    if (button_M_clr_prev == 1'b0 && button_M_clr == 1'b1) begin 
        min_up <= 1'b1;
    end
    else begin
        min_up <= 1'b0;
    end
end
endmodule
module debounce(
    input clk_in,
    input push_button,
    output signal_out 
);
logic clk_out;  
logic Q1, Q2, Q2_bar;
slow_clock_4Hz u1(clk_in, clk_out);
D_FF d1(clk_out, push_button, Q1);
D_FF d2(clk_out, Q1, Q2);
assign Q2_bar = !Q2;
assign signal_out = Q1 & Q2_bar;
endmodule
module slow_clock_4Hz( 
    input logic clk_in,  
    output logic clk_out  
);
logic [22:0] count = 0;  
always_ff @(posedge clk_in) begin
    count <= count + 1;
    if (count == 6_250_000) begin
        count <= 0;
        clk_out <= !clk_out;  
    end
end
endmodule
module D_FF(  
    input clk,  
    input D,  
    output logic Q,
    output logic Qbar
);
always_ff @(posedge clk) begin
    Q <= D;
    Qbar <= !Q;
end
endmodule
module counter_and_display(
    input clk, 
    input enable,
    input reset,
    input min_up,
    output [6:0] seg0,
    output [6:0] seg1,
    output [6:0] seg2,
    output [6:0] seg3,
    output [6:0] seg4,
    output [6:0] seg5,
    output logic [7:0] LED
);
logic [3:0] h2, h1, m2, m1, s2, s1;
logic [5:0] min = 0, sec = 0;  
logic [4:0] hour = 0;  
logic [25:0] clk_counter = 0;  
localparam one_sec = 50_000_000;  
always_ff @(posedge clk or posedge reset) begin
    if (reset) begin
        hour <= 0;
        min  <= 0;
        sec  <= 0;
    end
    else if (min_up) begin
         if (min == 6'd59)
             min <= 0;
         else 
             min <= min + 1;
    end
    else if (enable) begin
        if (clk_counter == one_sec) begin
            clk_counter <= 0;
            if (sec == 6'd59) begin
                sec <= 0;
                if (min == 6'd59) begin
                    min <= 0;
                    if (hour == 6'd23)
                        hour <= 0;
                    else 
                        hour <= hour + 1;
                end
                else 
                     min <= min + 1;
            end
            else 
                sec <= sec + 1;
        end
        else 
            clk_counter <= clk_counter + 1;
    end
end
binary_to_BCD secs(.binary(sec), .tens(s2), .ones(s1));
binary_to_BCD mins(.binary(min), .tens(m2), .ones(m1));
binary_to_BCD hours(.binary(hour), .tens(h2), .ones(h1));
decoder_7_segment disp1(s1, seg0);
decoder_7_segment disp2(s2, seg1);
decoder_7_segment disp3(m1, seg2);
decoder_7_segment disp4(m2, seg3);
decoder_7_segment disp5(h1, seg4);
decoder_7_segment disp6(h2, seg5);
assign LED[7:0] = {s2, s1};
endmodule
module binary_to_BCD( 
    input logic [5:0] binary,  
    output logic [3:0] tens, 
    output logic [3:0] ones 
);
logic [5:0] bcd_data;
always_comb begin 
    bcd_data = binary;  
    tens = bcd_data / 10; 
    ones = bcd_data % 10; 
end
endmodule
module decoder_7_segment(
    input logic [3:0] in,  
    output logic [6:0] seg  
);
always_comb begin
    case (in)
        4'd0: seg = 7'b1000000;  
        4'd1: seg = 7'b1111001;  
        4'd2: seg = 7'b0100100;  
        4'd3: seg = 7'b0110000;  
        4'd4: seg = 7'b0011001;  
        4'd5: seg = 7'b0010010;  
        4'd6: seg = 7'b0000010;  
        4'd7: seg = 7'b1111000;  
        4'd8: seg = 7'b0000000;  
        4'd9: seg = 7'b0011000;  
        default: seg = 7'b0111111;  
    endcase
end
endmodule

==> impl_metrics.ini <==
; synthesis and place-and-route metrics
[pwr]
p_switching_uw = 286
swShare_pct = 20.2
vdd_drop_max_mv = 0.167
seqPwrFrac_pct = 53.6
combPwrFrac_pct = 1.0
clkPwrFrac_pct = 45.4
p_leak_nw = 3.01
power.internal_mw = 1.13
power_density_mw_per_mm2 = 194

[clocking]
htree_levels = 3
clkTransAtPathRegs_ns = 0.06
clock_path_buffers = 2
clkLatencyLatePin_ns = 0.33
cts_tree = built
cts_buffers = 9
clockRootBuffer = clkbuf_16

[die]
core_mm2 = 0.0148
fp-row-count = 44
die_w_um = 126
die_h_um = 126
core_util_floorplan_pct = 41.7
die_area_mm2 = 0.0159
ios = 54

[synthesis]
edf_count = 28
ys_types = 75
synth_flop_count = 97
synth_area_mm2 = 0.00615
syn_inst = 688
synthFlopType = dfxtp_1
yosys_warnings = 7
ys_seq_share_pct = 37.5
synth.avg_cell_area_um2 = 8.95
yosys_area_mm2 = 0.00615
synthArstFlopShare_pct = 17.5
ys_cells = 688

[drt]
antenna_left = 0
route.detailed.drc = 0
avgRoutedWirePerCell_um = 11.8
wl_um = 11100
vias_per_cell = 5.20
dr.pass1.iters = 4
antennaDiodeCount = 0
detail_route.iter0.violations = 266
vias = 4857

[run]
max_cap_viol_count = 0
warning_count = 54

[worst_setup_path]
reg2reg_setup_slack_ns = 2.56
cp.arrival_ns = 3.98
critPathSlowestCell = a221o_1
r2r_start = clock.clk_counter[0]$_SDFFCE_PP0P_
reg2reg_to = clock.hour[3]$_DFFE_PP0P_
path_class = register to output pin
critPathMaxFanout = 5
critPathMaxStageDelay_ns = 0.41
endpoint_kind = output pin
reg2reg_depth = 9
crit_chain = inv_1 > ha_2 > or2_2 > ha_4 > a2111oi_4 > buf_4 > o21ai_2 > a221o_1 > o22ai_4 > inv_1 > ha_4 > o221a_2 > o2bb2a_4 > clkdlybuf4s50_1
required_ns = 4.16
cp-start-kind = register

[final_timing]
untimed_endpoints = 5
fmax_mhz = 199
unclocked_pins = 4
worst_pin_slew_ns = 0.656
finalWorstSetupSlack_ns = 0.183
relSlewSlack_pct = 55.8
hold_viol_final = 0
period_used_pct = 96.5
fin_skew_ns = 0.00642
setup_viol = 0
slew_viol_final = 0
period_needed_ns = 5.02

[finish]
fin_util_pct = 49.4
final_cell_count_no_fill = 934
stdcell_area_mm2 = 0.00730
drive_above_1_share_pct = 8.67
areaGrowthSynthToFinish_pct = 18.5

[grt]
use_met2_pct = 22.2
busiest_layer = met1
use_met1_pct = 22.9
track_usage_pct = 14.5
grt_pass1_wl_um = 19300
grt_pass1_vias = 4293
grt-ovfl-total = 0
antenna_found_initial = 0
grt_max_degree = 23
grtUsageMet3_pct = 2.64

[placed_design]
dp_hpwl_um = 7930
portBuffers = 51
gp_congestion = 0.949
post-place-ws_ns = 0.142
numPlacedInstances = 911
place_area_mm2 = 0.00687

[min_path]
hp-start = button_M_clr_prev$_DFF_P_
whs_path_depth = 1
hp-class = register to register
hold_end = min_up$_DFF_P_

[status]
status = complete, no violations
## routing by layer
| metal | vias to the layer above | wire (um) |
|---|---|---|
| met5 | - | 0 |
| met4 | 0 | 67 |
| met3 | 6 | 321 |
| met2 | 67 | 4890 |
| met1 | 2260 | 5790 |
| li1 | 2524 | - |
## metrics by stage
stage / hold WS [ns] / total power [mW] / TNS, ns
finish: 0.386 / 1.42 / 0
floorplan: 0.367 / 0.784 / 0
global placement: 0.374 / 0.789 / 0
CTS: 0.387 / 1.44 / 0
detailed placement: 0.378 / 0.789 / 0
global route: 0.396 / 1.47 / -0.0191
## how the worst max path moves through the flow
stage / slack (ns) / start / cells after the start / to
6_report: 0.18 / clock.sec[4]$_DFFE_PP0P_ / 14 / seg0[3]
5_1_grt: -0.02 / clock.sec[4]$_DFFE_PP0P_ / 16 / seg0[2]
4_1_cts: 0.01 / clock.sec[4]$_DFFE_PP0P_ / 14 / seg0[3]
## registers in the layout, summed over array words and instances (netlist names), 5 cells and up
name	cells
clock.clk_counter	26
clock.hour	5
db_C.u1.count	23
clock.sec	6
db_M.u1.count	23
clock.min	6
## power groups by stage
stage	clock [mW]	combinational (mW)	sequential (mW)
after CTS	0.663	0.0143	0.759
after global routing	0.697	0.0162	0.760
final	0.643	0.0141	0.759
## repair_timing
item                                    4_1_cts  5_1_grt
endpoints found under the setup margin        7       14
resized                                       4       11
endpoints found under the hold margin         0        0
setup buffers                                 2        5
hold buffers                                  0        0
pin swaps                                     3        7
## cells in the mapped netlist (11+ instances only)
library cell / number / area share (%)
nand2_1: 66 / 4.0
clkbuf_1: 13 / 0.79
xnor2_1: 41 / 5.8
nand3_1: 43 / 3.5
nor2_1: 66 / 4.0
dfrtp_1: 17 / 6.9
nand4_1: 11 / 1.1
inv_1: 39 / 2.4
ha_1: 45 / 9.1
and3_1: 18 / 1.8
o21ai_0: 26 / 2.1
dfxtp_1: 52 / 17
edfxtp_1: 28 / 14
nor3_1: 15 / 1.2
a21oi_1: 16 / 1.3
xor2_1: 33 / 4.7
## worst max-delay path, delay by kind of cell (launching register included)
family,cells,cell delay [ns]
AOI/OAI and AO/OA,6,1.58
buffers and inverters,4,0.77
adders and majority gates,3,0.66
DFF,1,0.34
and+or+nand+nor,1,0.30
## cells by family after synthesis
| family | count (synthesis) | synth area share [%] |
|---|---|---|
| other | 1 | 0.0609 |
| buffers and inverters | 66 | 4.37 |
| DFF | 97 | 37.5 |
| xor gates and xnor gates | 74 | 10.5 |
| and+or+nand+nor | 284 | 23.5 |
| muxes | 14 | 2.36 |
| adders and majority gates | 46 | 9.31 |
| AOI/OAI and AO/OA | 106 | 12.4 |
## final cells by class
type / instances / area (um2)
Multi-Input combinational cell: 526 / 3650
Clock inverter: 5 / 40.0
Timing Repair Buffer: 68 / 638
Sequential cell: 97 / 2310
Tap cell: 184 / 230
Inverter: 43 / 161
Fill cell: 1285 / 7460
Clock buffer: 11 / 264
## layout by cell type (no fill, tap or decap), drive strengths merged, types with 7 or more instances in the layout
master / instances
ha: 45
nand2: 66
nand2b: 7
clkbuf: 11
and4: 7
edfxtp: 28
and3: 18
a2bb2oi: 7
buf: 17
clkdlybuf4s50: 51
dfrtp: 17
nand3: 43
a21oi: 17
mux2i: 10
xor2: 33
nand4: 11
nor2: 67
inv: 44
or2: 8
o21ai: 28
nor2b: 10
xnor2: 41
nor3: 15
dfxtp: 52
Power figures rest on the tool's default switching activity, not on a simulated workload.
